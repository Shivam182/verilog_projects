===== design.v =====
module register_file(
	input [4:0] A1, A2, A3,
	input clk, rst,
	input [31:0] WD3,  
	input WE3,  
	output [31:0] RD1, RD2
);
reg [31:0] mem [31:0];
assign RD1 = (!rst) ? 32'h0000_0000 : mem[A1];
assign RD2 = (!rst) ? 32'h0000_0000 : mem[A2];
initial begin
        mem[5] = 32'h00000005;
        mem[6] = 32'h00000004;
end
always @(posedge clk) begin 
if(WE3) begin 
	mem[A3] <= WD3;
end
end
endmodule

===== run.sh =====
#!/bin/bash
# OpenROAD 26Q1-2900-gdf79404cd8, Yosys 0.63+post, stock flow scripts
make -C /OpenROAD-flow-scripts/flow DESIGN_CONFIG=/design/flow/config.mk WORK_HOME=/design/flow/orfs finish

===== config.mk =====
export PLATFORM = sky130hd
export DESIGN_NAME = register_file
export DESIGN_NICKNAME = register_file
export VERILOG_FILES = /design/flow/design.v
export SDC_FILE = /design/flow/constraint.sdc
export NUM_CORES = 4
export LEC_CHECK = 1
export CORE_UTILIZATION = 50

===== constraint.sdc =====
current_design register_file

set clk_period 8.7
set clk_io_pct 0.2

create_clock -name clk0 -period $clk_period [get_ports {clk}]

set non_clock_inputs [all_inputs -no_clocks]
set_input_delay [expr $clk_period * $clk_io_pct] -clock clk0 $non_clock_inputs
set_output_delay [expr $clk_period * $clk_io_pct] -clock clk0 [all_outputs]

==> GITHUB_STEP_SUMMARY <==
### Flow metrics

| Metric | Value |
|---|---|
| Worst-path fanout max | `38` |
| ANT cells | `0` |
| Crit. End Element | `output pin` |
| Layout cells sized above 1 | `35.5%` |
| Vias/cell | `6.90` |
| Crit path buffers/inverters | `4` |
| CTS tree | `built` |
| Die Y | `309 um` |
| Fmax | `139 MHz` |
| Most instantiated logic cells after routing | `1024 x edfxtp_1, 448 x mux4_2, 128 x mux2i_1, 128 x mux2_2, 125 x buf_4` |
| Cell accounting for the most synthesized area | `edfxtp_1` |
| Seq. cell area | `30700 sq um` |
| Top cells by area | `edfxtp_1 65%, mux4_2 21%, mux2_2 3.1%` |
| Hold crit path type | `in -> reg` |
| Max FFs per register | `1024` |
| CORE AREA | `93500 sq um` |
| Area reported by Yosys stat | `47200 sq um` |
| Area fraction in mux cells | `27.1%` |
| Top cell area share | `65.1%` |
| Port bufs | `113` |
| Final wirelength | `144 mm` |
| Max Slew Vio Count | `0` |
| Core Rows | `112` |
| Post-route ant nets | `0` |
| CTS Root Cell | `clkbuf_16` |
| Logic area | `15800 sq um` |
| Yosys cell count | `2323` |
| Residual DRC | `0` |
| Crit Path Category | `in -> out` |
| Post-CTS setup buffers | `0` |
| Hold Vio Cnt, Final | `0` |
| RD Place Congestion | `0.896` |
| Syn. warnings | `1` |
| Chip width | `309 um` |
| Worst slew margin | `38.2%` |
| Log Warnings | `26` |
| Setup TNS | `0 ps` |
| Most frequent CP cell | `buf_4` |
| Clock sinks | `1024` |
| LEAKAGE | `16.7 nW` |
| Crit-path max cell delay | `710 ps` |
| Initial core utilization | `50.5%` |
| Basic Gates by Area | `0.811%` |
| Worst-margin pin slew | `927 ps` |
| I/O pin cnt | `114` |
| Worst hold slack | `1820 ps` |
| DRT iter0 DRCs | `1610` |
| Cell Area, Placed | `50200 sq um` |
| Mean cell area of the mapped netlist | `20.3 sq um` |
| WP data required | `6960 ps` |
| RSZ-0062 raised after global routing | `no` |
| FF+latch count, synth | `1024` |
| Top Registers | `mem (1024)` |
| HPWL Detailed | `81.7 mm` |
| Initial antenna violation count | `4` |
| CTS HTree Levels | `3` |
| Routed via count | `26300` |
| CP cell instances | `buf_4, buf_4, and2_2, buf_4, a22oi_1, a31oi_1, clkdlybuf4s50_1` |
| Cycle use final | `82.6%` |
| Worst path top cell family by delay | `buffers and inverters` |
| Drt pass-1 iters | `8` |
| Routed length per instance | `37.7 um` |
| Hold-fix buffer count after cts | `0` |
| Vias in the first global route | `29700` |
| Library cells used by synthesis | `28` |
| Clock buffer count from CTS | `108` |
| Pwr dens | `205 nW/um^2` |
| Total GRT Usage | `35.0%` |
| Max clock buf depth | `3` |
| XOR Share, Synth | `0%` |
| Fin crit period | `7190 ps` |
| Mapped Area | `47200 sq um` |
| Chip area | `95700 sq um` |
| Final setup vio count | `0` |
| Adder share | `0%` |
| Global-route wire length before repair | `206 mm` |
| Clock Pin Slew Worst Setup and Hold Paths | `60 ps` |
| Compound Share, Synth | `4.79%` |
| Largest net degree at the start of global routing | `72` |
| Register bank with the most flops | `mem` |
| Count of cells resized by post-cts repair | `0` |
| Startpoint class of the critical path | `input pin` |
| Outcome | `completed` |
| Commonest Layout Cell | `edfxtp_1` |
| Seq share, synth | `65.1%` |
| Post-route cell area | `53700 sq um` |
| Dominant combinational family | `multiplexers` |
| Max Cap Violations | `0` |
| Total grt overflow | `0` |
| VDD IR-drop max | `0.161 mV` |
| Crit path DAT | `5450 ps` |
| Cell count after synthesis | `2323` |
| Synthesis-to-finish area growth | `13.7%` |
| Critical-path top delay cell | `a31oi_1` |
| Filler cell count | `6739` |
==> stage by stage <==
step | utilization, % | setup WS (ps) | cells | power (mW)
global route | 57.4 | 1440 | 3814 | 11.3
CTS | 57.4 | 1640 | 3814 | 11.1
global placement | 53.7 | 1800 | 3618 | 6.56
finish | 57.4 | 1510 | 3814 | 11.0
floorplan | - | 3750 | 2323 | 6.15
detailed placement | 53.7 | 1760 | 3618 | 6.57
==> cell type report <==
type                            instances  area share (%)
Sequential cell                      1024            57.3
Multi-Input combinational cell       1097            29.4
Clock buffer                          137            5.28
Timing Repair Buffer                  241            3.98
Tap cell                             1254            2.92
Clock inverter                         59            1.14
Inverter                                2          0.0210
==> synthesized netlist by cell type <==
cell type  instances
nand3b_1           5
o221ai_1          64
buf_1              5
buf_2             66
mux2_2           128
nor2_1            39
nand2_1           25
mux4_2           448
buf_4             14
o2111ai_1         12
o21ai_0           30
nand3_1            2
clkbuf_1         102
and2_1             2
a22oi_1           64
or3b_2             3
o21ai_1           22
inv_1              2
nand2b_1           2
edfxtp_1        1024
or3_1              1
a221oi_1          52
buf_8              3
or2_2              2
a31oi_1           64
nor2b_1            4
mux2i_1          128
buf_6             10
==> power breakdown <==
part | switching, mW | total (mW) | internal (mW)
registers | 0.0241 | 5.51 | 5.49
logic | 0.553 | 0.964 | 0.411
clock network | 1.87 | 4.54 | 2.67
==> path summary, 6_finish.rpt <==
| kind | startpoint | end | slack [ps] | cells past startpoint |
|---|---|---|---|---|
| setup / recovery | A2[1] | RD2[15] | 1510 | 7 |
| hold / removal | WD3[30] | mem[25][30] | 1820 | 1 |
==> cell families after synthesis <==
logic type | after synthesis
simple gates | 85
buf+inv | 202
compound gates | 308
flops | 1024
mux | 704
==> metal layers <==
| metal | up-vias | wire, um | track usage [%] | share of wire (%) |
|---|---|---|---|---|
| met5 | - | 621 | 5.16 | 0.43 |
| li1 | 10600 | - | - | - |
| met2 | 2135 | 65800 | 47.8 | 46 |
| met4 | 14 | 4270 | 7.90 | 3.0 |
| met1 | 13300 | 44100 | 44.1 | 31 |
| met3 | 297 | 29000 | 30.1 | 20 |
Power is estimated from default activity; no workload was simulated.
