File: flow/design.v
module Ahb_slave(
	input Hclk, Hresetn,  
	input Hwrite, Hreadyin,  
	input [1:0] Htrans,  
	input [31:0] Haddr, Hwdata, Prdata,  
	output reg valid, 
	output reg [31:0] Haddr1, Haddr2, Hwdata1, Hwdata2,  
	output [31:0] Hrdata,  
	output reg Hwritereg,  
	output reg [2:0] tempselx,  
	output [1:0] Hresp  
);
always @(posedge Hclk) begin 
	if(!Hresetn) begin 
		Haddr1 <= 0;
		Haddr2 <= 0;
	end 
	else begin 
		Haddr1 <= Haddr;
		Haddr2 <= Haddr1;
	end
end
always @(posedge Hclk) begin 
	if(!Hresetn) begin 
		Hwdata1 <= 0;
		Hwdata2 <= 0;
	end
	else begin 
		Hwdata1 <= Hwdata;
		Hwdata2 <= Hwdata1;
	end
end
always @(posedge Hclk) begin
	if(!Hresetn) begin
		Hwritereg <= 0;
	end
	else begin 
		Hwritereg <= Hwrite;
	end
end
always @(Hreadyin, Hresetn, Haddr, Htrans) begin
	valid = 0;
	if (Hresetn && Hreadyin && (Haddr>=32'h8000_0000 && Haddr<32'h8C00_0000) && (Htrans==2'b10 || Htrans==2'b11) )
	    valid=1;
end
always @(Haddr, Hresetn) begin
	tempselx = 3'b000;
	if (Hresetn && Haddr>=32'h8000_0000 && Haddr<32'h8400_0000)
		tempselx=3'b001;
	else if (Hresetn && Haddr>=32'h8400_0000 && Haddr<32'h8800_0000)
		tempselx=3'b010;
	else if (Hresetn && Haddr>=32'h8800_0000 && Haddr<32'h8C00_0000)
		tempselx=3'b100;
end
assign Hrdata = Prdata;
assign Hresp=2'b00;
endmodule 
module Ahb2Apb_bridge(
	input Hclk, Hresetn, valid, Hwritereg, Hwrite,
	input [31:0] Haddr1, Haddr2, Hwdata1, Hwdata2, Hwdata, Haddr, Prdata,
	input [2:0] tempselx,
	output reg Pwrite, Penable,
	output reg Hreadyout,
	output reg [2:0] Pselx,
	output reg [31:0] Paddr, Pwdata
);
parameter ST_IDLE=3'b000;
parameter ST_WWAIT=3'b001;
parameter ST_READ= 3'b010;
parameter ST_WRITE=3'b011;
parameter ST_WRITEP=3'b100;
parameter ST_RENABLE=3'b101;
parameter ST_WENABLE=3'b110;
parameter ST_WENABLEP=3'b111;
reg [2:0] PRESENT_STATE,NEXT_STATE;
always @(posedge Hclk)
 begin
  if (!Hresetn)
    PRESENT_STATE<=ST_IDLE;
  else
    PRESENT_STATE<=NEXT_STATE;
 end
always @(PRESENT_STATE, valid, Hwrite, Hwritereg) begin 
case(PRESENT_STATE)
	ST_IDLE:begin 
		if(!valid) 
		  NEXT_STATE = ST_IDLE;
		else if (valid && Hwrite)
		  NEXT_STATE = ST_WWAIT;
		else
		  NEXT_STATE = ST_READ;
		end
	ST_WWAIT:begin 
		 if(!valid)
		   NEXT_STATE = ST_WRITE;
		 else 
		   NEXT_STATE = ST_WRITEP;	
		 end
	ST_READ:begin
		NEXT_STATE = ST_RENABLE;
		end
	ST_WRITE:begin
		 if(!valid)
		   NEXT_STATE = ST_WENABLE;
		 else 
		   NEXT_STATE = ST_WENABLEP;
		 end
	ST_WRITEP:begin
		   NEXT_STATE=ST_WENABLEP;
		  end
	ST_RENABLE:begin
		     if (~valid)
		      NEXT_STATE=ST_IDLE;
		     else if (valid && Hwrite)
		      NEXT_STATE=ST_WWAIT;
		     else
		      NEXT_STATE=ST_READ;
		   end
	ST_WENABLE:begin
		     if (~valid)
		      NEXT_STATE=ST_IDLE;
		     else if (valid && Hwrite)
		      NEXT_STATE=ST_WWAIT;
		     else
		      NEXT_STATE=ST_READ;
		   end
	ST_WENABLEP:begin
		      if (~valid && Hwritereg)
		       NEXT_STATE=ST_WRITE;
		      else if (valid && Hwritereg)
		       NEXT_STATE=ST_WRITEP;
		      else
		       NEXT_STATE=ST_READ;
		    end
	default: begin
		   NEXT_STATE=ST_IDLE;
		  end
endcase
end
reg Penable_temp,Hreadyout_temp,Pwrite_temp;
reg [2:0] Pselx_temp;
reg [31:0] Paddr_temp, Pwdata_temp;
always @(*)
 begin:OUTPUT_COMBINATIONAL_LOGIC
   case(PRESENT_STATE)
	ST_IDLE: begin
			  if (valid && ~Hwrite) 
			   begin:IDLE_TO_READ
			        Paddr_temp=Haddr;
				Pwrite_temp=Hwrite;
				Pselx_temp=tempselx;
				Penable_temp=0;
				Hreadyout_temp=0;
			   end
			  else if (valid && Hwrite)
			   begin:IDLE_TO_WWAIT
			        Pselx_temp=0;
				Penable_temp=0;
				Hreadyout_temp=1;			   
			   end
			  else
                            begin:IDLE_TO_IDLE
			        Pselx_temp=0;
				Penable_temp=0;
				Hreadyout_temp=1;	
			   end
		     end    
	ST_WWAIT:begin
	          if (~valid) 
			   begin:WAIT_TO_WRITE
			    Paddr_temp=Haddr1;
				Pwrite_temp=1;
				Pselx_temp=tempselx;
				Penable_temp=0;
				Pwdata_temp=Hwdata;
				Hreadyout_temp=0;
			   end
			  else 
			   begin:WAIT_TO_WRITEP
			    Paddr_temp=Haddr1;
				Pwrite_temp=1;
				Pselx_temp=tempselx;
				Pwdata_temp=Hwdata;
				Penable_temp=0;
				Hreadyout_temp=0;		   
			   end
		     end  
	ST_READ: begin:READ_TO_RENABLE
			  Penable_temp=1;
			  Hreadyout_temp=1;
		     end
	ST_WRITE:begin
              if (~valid) 
			   begin:WRITE_TO_WENABLE
				Penable_temp=1;
				Hreadyout_temp=1;
			   end
			  else 
			   begin:WRITE_TO_WENABLEP  
				Penable_temp=1;
				Hreadyout_temp=1;		   
			   end
		     end
	ST_WRITEP:begin:WRITEP_TO_WENABLEP
               Penable_temp=1;
			   Hreadyout_temp=1;
		      end
	ST_RENABLE:begin
	            if (valid && ~Hwrite) 
				 begin:RENABLE_TO_READ
					Paddr_temp=Haddr;
					Pwrite_temp=Hwrite;
					Pselx_temp=tempselx;
					Penable_temp=0;
					Hreadyout_temp=0;
				 end
			  else if (valid && Hwrite)
			    begin:RENABLE_TO_WWAIT
			     Pselx_temp=0;
				 Penable_temp=0;
				 Hreadyout_temp=1;			   
			    end
			  else
                begin:RENABLE_TO_IDLE
			     Pselx_temp=0;
				 Penable_temp=0;
				 Hreadyout_temp=1;	
			    end
		       end
	ST_WENABLEP:begin
                 if (~valid && Hwritereg) 
			      begin:WENABLEP_TO_WRITEP
			       Paddr_temp=Haddr2;
				   Pwrite_temp=Hwrite;
				   Pselx_temp=tempselx;
				   Penable_temp=0;
				   Pwdata_temp=Hwdata;
				   Hreadyout_temp=0;
				  end
			    else 
			     begin:WENABLEP_TO_WRITE_OR_READ  
			      Paddr_temp=Haddr2;
				  Pwrite_temp=Hwrite;
				  Pselx_temp=tempselx;
				  Pwdata_temp=Hwdata;
				  Penable_temp=0;
				  Hreadyout_temp=0;		   
			     end
		        end
	ST_WENABLE :begin
	             if (~valid && Hwritereg) 
			      begin:WENABLE_TO_IDLE
				   Pselx_temp=0;
				   Penable_temp=0;
				   Hreadyout_temp=0;
				  end
			    else 
			     begin:WENABLE_TO_WAIT_OR_READ  
				  Pselx_temp=0;
				  Penable_temp=0;
				  Hreadyout_temp=0;		   
			     end
		        end
 endcase
end
always @(posedge Hclk)
 begin
  if (~Hresetn)
   begin
    Paddr<=0;
	Pwrite<=0;
	Pselx<=0;
	Pwdata<=0;
	Penable<=0;
	Hreadyout<=0;
   end
  else
   begin
        Paddr<=Paddr_temp;
	Pwrite<=Pwrite_temp;
	Pselx<=Pselx_temp;
	Pwdata<=Pwdata_temp;
	Penable<=Penable_temp;
	Hreadyout<=Hreadyout_temp;
   end
 end
endmodule 
module Bridge_Top(
input Hclk,Hresetn,Hwrite,Hreadyin,
input [31:0] Hwdata,Haddr,Prdata,
input[1:0] Htrans,
output Penable,Pwrite,Hreadyout,
output [1:0] Hresp,
output [2:0] Pselx,
output [31:0] Paddr,Pwdata,
output [31:0] Hrdata
);
wire valid;
wire [31:0] Haddr1,Haddr2,Hwdata1,Hwdata2;
wire Hwritereg;
wire [2:0] tempselx;
Ahb_slave AHBSlave (Hclk,Hresetn,Hwrite,Hreadyin,Htrans,Haddr,Hwdata,Prdata,valid,Haddr1,Haddr2,Hwdata1,Hwdata2,Hrdata,Hwritereg,tempselx,Hresp);
Ahb2Apb_bridge APBControl ( Hclk,Hresetn,valid,Haddr1,Haddr2,Hwdata1,Hwdata2,Prdata,Hwrite,Haddr,Hwdata,Hwritereg,tempselx,Pwrite,Penable,Pselx,Paddr,Pwdata,Hreadyout);
endmodule
File: flow/run.sh
#!/bin/bash
# OpenROAD 26Q1-2900-gdf79404cd8, Yosys 0.63+post, stock flow scripts
make -C /OpenROAD-flow-scripts/flow DESIGN_CONFIG=/design/flow/config.mk WORK_HOME=/design/flow/orfs finish
File: flow/config.mk
export PLATFORM = sky130hd
export DESIGN_NAME = Bridge_Top
export DESIGN_NICKNAME = Bridge_Top
export VERILOG_FILES = /design/flow/design.v
export SDC_FILE = /design/flow/constraint.sdc
export NUM_CORES = 4
export LEC_CHECK = 1
export CORE_UTILIZATION = 50
File: flow/constraint.sdc
current_design Bridge_Top

set clk_period 4.4
set clk_io_pct 0.2

create_clock -name clk0 -period $clk_period [get_ports {Hclk}]

set non_clock_inputs [all_inputs -no_clocks]
set_input_delay [expr $clk_period * $clk_io_pct] -clock clk0 $non_clock_inputs
set_output_delay [expr $clk_period * $clk_io_pct] -clock clk0 [all_outputs]
==> GITHUB_STEP_SUMMARY <==
## Implementation flow summary

| Metric | Value |
|---|---|
| Status | `finished clean` |
| Setup Buffers After CTS | `0` |
| Syn-to-layout area delta | `25.3%` |
| Max-cap violations | `0` |
| Clock Tree Buf Depth | `2` |
| Clock transition at the registers of the reported paths | `around 50 ps` |
| RSZ-0062 raised after global routing | `no` |
| Max-Slew Margin vs Limit | `0.372` |
| CTS H-Tree Depth | `4` |
| Fraction of layout cells with a size suffix above 1 | `0.0781` |
| # setup viols final | `0` |
| Worst EP required | `4840 ps` |
| Synth area leaders | `dfxtp_1, and2_1, dlxtn_1, buf_4, nand2_1` |
| TritonCTS Buffers | `17` |
| XOR/XNOR Area Share | `0` |
| Worst Tran Pin Value | `918 ps` |
| Syn Std Cell Area | `approximately 0.0048 mm²` |
| Simple-Gate Fraction of Synth Area | `0.214` |
| CTS root buf | `clkbuf_8` |
| Ys flops | `roughly 150` |
| Drt drc | `0` |
| Pre-antenna DRT Iters | `4` |
| Main synth FF type | `dfxtp_1` |
| Fillers | `733` |
| Fp_density | `0.515` |
| Final period util | `0.525` |
| Top-area cell share | `0.475` |
| Final min period | `roughly 2300 ps` |
| Post-synth ARST share | `0` |
| Logic family by area | `simple AND/OR/NAND/NOR gates` |
| Overall routed net length | `8360 µm` |
| Mux frac, synth | `0` |
| Die width | `99.6 µm` |
| PwrDens | `458 mW/mm²` |
| Worst vdd ir | `around 0.23 mV` |
| Critical path's slowest cell | `a2111oi_0` |
| Setup CP Type | `input pin to flop` |
| CORE AREA | `~0.0092 mm²` |
| Post-Syn Instances | `477` |
| Max Slew Vio Count | `0` |
| Vias/cell | `between 4 and 5` |
| CTS resizes | `0` |
| CP Cell Sequence | `clkdlybuf4s50_1 -> or3_4 -> a2111oi_0 -> a22o_1` |
| Adders+Majority by Area | `0` |
| Endpoints left unconstrained | `37` |
| Startpoint types | `input pin` |
| Max incr delay on CP | `about 830 ps` |
| Post-DR wirelength/cell | `12.5 µm` |
| Vias in the first global route | `between 2000 and 3000` |
| Crit. End Element | `flop` |
| Number of inserted diodes | `0` |
| Worst skew pair latency | `around 500 ps` |
| Post-route insts no fill | `roughly 670` |
| PortBufs | `~81` |
| Leak | `between 2 and 3 nW` |
| Gr usage total | `0.179` |
| Fin. Hold Viols | `0` |
| Final RePlAce weighted congestion | `~0.77` |
| Avg Inst Size Synth | `9.98 µm²` |
| Skew final | `approximately 4.9 ps` |
| Vias | `a little over 3000` |
| Hold Path Class | `flop to flop` |
| Largest area contributor in the netlist | `dfxtp_1` |
| Synth cell count leaders | `dfxtp_1, and2_1, nand2_1` |
| Io pins | `206` |
| Post-DRT Antenna Nets | `0` |
| Post-Synth AOI/OAI Area | `0.0694` |
| Top-count cell post-synth | `dfxtp_1` |
| Largest net degree at the start of global routing | `roughly 110` |
| Count of unclocked register or latch pins | `37` |
| Die Y | `~100 µm` |
| Critical Path AT | `approximately 2800 ps` |
| Row cnt | `35` |
| First-pass GRT wire length | `13600 µm` |
| Worst Path Max Fanout | `6` |
| 1st-iter DRT viols | `between 90 and 100` |
| Post-detail-place hpwl | `~4600 µm` |
| CTS tree | `yes` |
| Cts hold-fix bufs | `0` |
| Total die size | `slightly below 0.01 mm²` |
| Yosys cell count | `about 480` |
| Yosys chip area | `about 0.0048 mm²` |
| TNS Setup | `0 ps` |
| Post-synth tally of flip-flops with integrated enable | `0` |
| YS warnings | `9` |
| Antenna violations before repair | `0` |
| Log Warnings | `between 50 and 60` |
| Cell Type Count | `29` |
| Placed Instances | `between 600 and 700` |
| GR Overflow Total | `0` |
| FMAX | `around 430 MHz` |
## worst max-delay path, delay by kind of cell
kind	cells	cell delay (ps)
buf+inv	1	400
compound gates	2	1070
simple gates	1	410
## metal layers
metal | global-route usage | wire length (µm)
met2 | 0.277 | 3730
met3 | 0.0450 | 506
met1 | 0.267 | 3960
met5 | 0 | 0
met4 | 0.0385 | 158
## worst paths after layout
check,start,end,slack (ps),depth (start not counted)
hold / removal,AHBSlave.Hwdata1[21],AHBSlave.Hwdata2[21],450,1
setup / recovery,Haddr[30],APBControl.PRESENT_STATE[7],2090,4
setup reg to reg,APBControl.PRESENT_STATE[7],APBControl.Hreadyout,2930,4
hold reg to reg,AHBSlave.Hwdata1[21],AHBSlave.Hwdata2[21],450,1
## placed cells by master (no fill, tap or decap), types with 2 or more instances in the layout
master and instances:
clkdlybuf4s50_1 80, inv_1 2, buf_4 5, a21oi_1 5
a22oi_1 32, dlxtn_1 37, bufinv_16 5, nor3_1 4
nand2_1 68, a2111oi_0 3, conb_1 33, clkinvlp_4 2
and2_1 104, clkinv_2 2, clkbuf_16 16, dfxtp_1 113
nor2_1 4, clkbuf_8 6
## state kept, by name (all words and copies together), names as in the netlist
name	flops
AHBSlave.Haddr1	1
AHBSlave.Haddr2	1
AHBSlave.Hwdata1	32
AHBSlave.Hwdata2	32
APBControl.Hreadyout	1
APBControl.PRESENT_STATE	8
APBControl.Paddr	32
APBControl.Paddr_temp	32
APBControl.Penable	1
APBControl.Pselx	3
APBControl.Pselx_temp	3
APBControl.Pwdata	1
APBControl.Pwdata_temp	1
APBControl.Pwrite	1
APBControl.Pwrite_temp	1
## power by group
part | switching (mW) | total, mW | internal [mW]
registers | 0.0177 | 1.11 | 1.09
clock network | 0.444 | 1.49 | 1.05
logic | 0.0423 | 0.129 | 0.0870
## kinds of logic after synthesis
| group | after synthesis |
|---|---|
| other | 1 |
| latches | 37 |
| flip-flops | 113 |
| AND/OR/NAND/NOR | 190 |
| AND-OR/OR-AND | 45 |
| buffers and inverters | 91 |
## per-stage QoR
step	setup WS, ps	total power [mW]	hold slack, ps	util	area (µm²)
6_report	2090	2.73	450	0.645	5960
2_1_floorplan	2100	1.21	431	-	4880
3_3_place_gp	1610	1.26	434	0.574	5300
5_1_grt	2030	2.83	468	0.645	5960
3_5_place_dp	1610	1.26	440	0.574	5300
4_1_cts	2100	2.76	452	0.645	5960
## final cells by class
type	instances	area, µm²	area share
Sequential cell	150	2820	0.472
Inverter	2	7.51	0.00126
Tap cell	129	161	0.0271
Timing Repair Buffer	86	843	0.141
Clock inverter	9	175	0.0294
Clock buffer	23	487	0.0816
Multi-Input combinational cell	268	1470	0.247
Power and IR drop assume default switching activity.
